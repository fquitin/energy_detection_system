==> design/flow/config.mk <==
export PLATFORM = sky130hd
export DESIGN_NAME = priority_encoder_32to6
export DESIGN_NICKNAME = priority_encoder_32to6
export VERILOG_FILES = /design/flow/design.v
export SDC_FILE = /design/flow/constraint.sdc
export NUM_CORES = 4
export LEC_CHECK = 1
export CORE_AREA = 10 10 70 70
export DIE_AREA = 0 0 80 80
==> design/flow/constraint.sdc <==
current_design priority_encoder_32to6

set clk_period 1.2
set clk_io_pct 0.2

create_clock -name clk0 -period $clk_period [get_ports {clock}]

set non_clock_inputs [all_inputs -no_clocks]
set_input_delay [expr $clk_period * $clk_io_pct] -clock clk0 $non_clock_inputs
set_output_delay [expr $clk_period * $clk_io_pct] -clock clk0 [all_outputs]
==> design/flow/design.v <==
`timescale 1ns / 1ps
module priority_encoder_32to6(
			      input 	   clock,
			      input 	   reset,
			      input [31:0] data_in,
			      input 	   dv_in,
			      output reg [5:0] data_out);
always @ (posedge reset, posedge clock)
  begin
     if(reset == 1'b1) begin
	data_out = 6'b000000;
     end
     else begin
	if (dv_in) begin
	   if (data_in[31] == 1'b1) begin 
	      data_out =32; 
	   end else if (data_in[30] == 1'b1) begin 
	      data_out =31; 
	   end else if (data_in[29] == 1'b1) begin 
	      data_out =30; 
	   end else if (data_in[28] == 1'b1) begin 
	      data_out =29; 
	   end else if (data_in[27] == 1'b1) begin 
	      data_out =28; 
	   end else if (data_in[26] == 1'b1) begin 
	      data_out =27; 
	   end else if (data_in[25] == 1'b1) begin 
	      data_out =26; 
	   end else if (data_in[24] == 1'b1) begin 
	      data_out =25; 
	   end else if (data_in[23] == 1'b1) begin 
	      data_out =24; 
	   end else if (data_in[22] == 1'b1) begin 
	      data_out =23; 
	   end else if (data_in[21] == 1'b1) begin 
	      data_out =22; 
	   end else if (data_in[20] == 1'b1) begin 
	      data_out =21; 
	   end else if (data_in[19] == 1'b1) begin 
	      data_out =20; 
	   end else if (data_in[18] == 1'b1) begin 
	      data_out =19; 
	   end else if (data_in[17] == 1'b1) begin 
	      data_out =18; 
	   end else if (data_in[16] == 1'b1) begin 
	      data_out =17; 
	   end else if (data_in[15] == 1'b1) begin 
	      data_out =16; 
	   end else if (data_in[14] == 1'b1) begin 
	      data_out =15; 
	   end else if (data_in[13] == 1'b1) begin 
	      data_out =14;
	   end else if (data_in[12] == 1'b1) begin 
	      data_out =13; 
	   end else if (data_in[11] == 1'b1) begin 
	      data_out =12; 
	   end else if (data_in[10] == 1'b1) begin 
	      data_out =11; 
	   end else if (data_in[9] == 1'b1) begin 
	      data_out =10; 
	   end else if (data_in[8] == 1'b1) begin 
	      data_out =9; 
	   end else if (data_in[7] == 1'b1) begin 
	      data_out =8; 
	   end else if (data_in[6] == 1'b1) begin 
	      data_out =7; 
	   end else if (data_in[5] == 1'b1) begin 
	      data_out =6; 
	   end else if (data_in[4] == 1'b1) begin 
	      data_out =5; 
	   end else if (data_in[3] == 1'b1) begin 
	      data_out =4; 
	   end else if (data_in[2] == 1'b1) begin 
	      data_out =3; 
	   end else if (data_in[1] == 1'b1) begin 
	      data_out =2; 
	   end else if (data_in[0] == 1'b1) begin 
	      data_out =1; 
	   end else begin 
	      data_out =0; 
	   end
	end  
     end  
  end  
endmodule  
==> design/flow/run.sh <==
#!/bin/bash
# OpenROAD 26Q1-2900-gdf79404cd8, Yosys 0.63+post, stock flow scripts
make -C /OpenROAD-flow-scripts/flow DESIGN_CONFIG=/design/flow/config.mk WORK_HOME=/design/flow/orfs finish
==> results_dict.tcl <==
# place-and-route summary
set metrics [dict create \
    drt-wirelength-per-cell_um 12.85 \
    synthTopCellsByCount "11 x inv_1, 11 x nor2_1, 9 x o21ai_0, 7 x a21oi_1, 6 x dfrtp_1" \
    largest_reg_flops 6 \
    maxCapViolations 0 \
    pwr-share-comb 0.455 \
    syn_area_per_cell_um2 7.288 \
    grt_pass1_vias 950 \
    p_seq_frac 0.304 \
    worst_pin_slew_ns 0.3010 \
    io_pins 41 \
    internal_power_uw 539.6 \
    rr_startpoint "data_out[0]" \
    row_count 21 \
    fmax_mhz 790.8 \
    hold_viol_final 0 \
    initCoreUtil 0.1707 \
    start_kind "primary input" \
    cts_buffer_depth 2 \
    cts_tree "done" \
    pre_cts_slack_ns -0.6797 \
    initialDrtViolationCount 23 \
    cts_sinks 6 \
    synth_cell_type_count 29 \
    drv_slew 0 \
    clkPwrFrac 0.241 \
    fin_crit_ns 1.265 \
    ys_cells 80 \
    synth_cells 80 \
    dp_hpwl_mm 1.962 \
    flop_cell "dfrtp_1" \
    status "finished with violations" \
    regToRegSetupSlack_ns 0.32 \
    max-vdd-ir-drop_v 0.0002658 \
    coreArea_um2 3416 \
    critPathKind "in -> reg" \
    xor_area_frac 0 \
    top_area_cell "dfrtp_1" \
    relSlewSlack 0.7989 \
    rr_endpoint "data_out[0]" \
    synth_top_area_share 0.2575 \
    cts_root_buf "clkbuf_4" \
    critPathCaptureType "flip-flop" \
    area_growth_pct 133.0 \
    synth_warnings 1 \
    violations "setup timing" \
    ys.flops 6 \
    grt_max_degree 10 \
    rsz0062_at_grt "yes" \
    port_buffers 40 \
    num_antenna_cells 0 \
    leakage_uw 0.0006194 \
    ys_sh_simple 0.2532 \
    synthArstFlopShare 1.000 \
    first_pass_iters 4 \
    worst_slack_ns -0.06451 \
    die_area_um2 6400 \
    gp_congestion 0.8225 \
    warnings 28 \
    r2r_cells 3 \
    globalRoute.totalOverflow 0 \
    synth_seq_share 0.2575 \
    antenna_found_initial 0 \
    adder_share 0 \
    final.setup_skew_ns 0 \
    post-route-drc-count 0 \
    postRouteAntennaNets 0 \
    tns_ns -0.08672 \
    required_ns 1.32 \
    powerDensity_nw_per_um2 563.5 \
    wirelength_mm 2.468 \
    period_used_share 1.054 \
    drive_above_1_share 0.5000 \
    ys_top_logic_family "AND-OR/OR-AND gates" \
    synth-edff-count 0 \
    grt_usage 0.07546 \
    netlist_area_um2 583.1 \
    fp.dieH_um 80 \
    crit_fanout 2 \
    die_w_um 80 \
    clk_pin_slew_ns 0.05 \
    cts_made_buffers 3 \
    critPathArrivalTime_ns 1.39 \
    setup_viol_count_final 3 \
    num_vias 852 \
    yosys.area_share.aoi 0.3605 \
    clock_latency_ns 0.24 \
    ys_top_cells_by_area "dfrtp_1 26%, o21ai_0 7.7%, inv_1 7.1%, nor2_1 7.1%, a21oi_1 6.0%" \
    swShare 0.2953 \
    switchingPower_uw 226.1 \
    yosys_area_um2 583.1 \
    grt_pass1_wl_mm 4.091 \
    ys_sh_mux 0.03863 \
    viasPerCell 4.438 \
    cts_max_level 1 \
    hp-class "in -> async" \
]
==> layout by cell type (no fill, tap or decap), drive strengths merged, types with 2 or more instances in the layout <==
master / count
o31ai: 2
clkbuf: 10
a21oi: 8
clkdlybuf4s50: 3
dlygate4sd2: 16
nor3: 3
inv: 11
mux2: 2
clkdlybuf4s15: 2
dfrtp: 6
nor2: 11
dlymetal6s2s: 3
nand2: 3
o21ai: 11
and3: 2
or4: 2
buf: 33
a2111oi: 2
nor4: 5
==> layout make-up <==
type                    count  area (um^2)
well taps                  46        57.56
inverters                  11        41.29
fillers                   355         2057
multi-input cells          62        544.3
clock buffers               3        22.52
flip-flops and latches      6        150.1
repair buffers             64        543.0
==> per-stage QoR <==
step	instances	util	cell area (um^2)	power, uW	hold WS (ns)
finish	192	0.3978	1359	765.7	0.2160
global placement	185	0.3520	1202	554.1	0.4759
CTS	192	0.3857	1318	755.0	0.2155
detailed placement	185	0.3520	1202	556.6	0.4784
global route	192	0.3978	1359	828.3	0.2322
floorplan	80	-	605.6	311.0	0.03096
==> metal layers <==
metal  share of wire  track usage  vias to the layer above
li1                -            -                      432
met1            0.43      0.09511                      392
met2            0.48       0.1260                       26
met3           0.083      0.02614                        2
met4          0.0097     0.005282                        0
met5               0            0                        -
==> logic make-up (layout without fill, tap and decap cells) <==
kind of cell,Yosys count,count (layout)
AOI/OAI and AO/OA,31,31
buffers and inverters,12,78
DFF,6,6
muxes,2,2
and+or+nand+nor,29,29
==> repair_timing <==
action                     CTS  global route
gates resized               96            30
setup buffers                4             0
setup endpoints to repair   11             5
pin swaps                   20            10
hold buffers                 0             0
==> power groups by stage <==
stage     clock [uW]  sequential, uW  combinational, uW
4_1_cts          192             233                330
5_1_grt          209             236                384
6_report         185             233                348
==> worst max-delay path: stages <==
cell	delay [ns]
buf_6	0.09
or4_4	0.54
o21ba_4	0.24
o21ai_2	0.05
a21oi_2	0.14
o22ai_2	0.09
==> how the worst max path moves through the flow <==
stage	start	to	slack [ns]	depth (start not counted)
6_report	data_in[13]	data_out[2]	-0.06	6
5_1_grt	data_in[13]	data_out[2]	-0.11	6
4_1_cts	data_in[11]	data_out[2]	-0.08	6
No activity file was given, so power comes from the tool's default toggle rates.
