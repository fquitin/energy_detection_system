`./run.sh`:
```
#!/bin/bash
# OpenROAD 26Q1-2900-gdf79404cd8, Yosys 0.63+post, stock flow scripts
make -C /OpenROAD-flow-scripts/flow DESIGN_CONFIG=/design/flow/config.mk WORK_HOME=/design/flow/orfs finish
```
`./config.mk`:
```
export PLATFORM = sky130hd
export DESIGN_NAME = shift_reg
export DESIGN_NICKNAME = shift_reg
export VERILOG_FILES = /design/flow/design.v
export SDC_FILE = /design/flow/constraint.sdc
export NUM_CORES = 4
export LEC_CHECK = 1
export CORE_UTILIZATION = 40
```
`./constraint.sdc`:
```
current_design shift_reg

set clk_period 1.0
set clk_io_pct 0.2

create_clock -name clk0 -period $clk_period [get_ports {clk}]

set non_clock_inputs [all_inputs -no_clocks]
set_input_delay [expr $clk_period * $clk_io_pct] -clock clk0 $non_clock_inputs
set_output_delay [expr $clk_period * $clk_io_pct] -clock clk0 [all_outputs]
```
`./design.v`:
```
module shift_reg (
		  input 	    sclr, 
		  input 	    clk, 
		  input [4:0] 	    a, 
		  input [31:0] 	    d, 
		  output reg [31:0] q);
   always @(posedge clk,posedge sclr)begin
     if(sclr == 1'b1)begin
	q = {32{1'b0}};
     end else begin
     case (a)
       5'b00000: q = d;
       5'b00001: q = d>>1;
       5'b00010: q = d>>2;
       5'b00011: q = d>>3;
       5'b00100: q = d>>4;
       5'b00101: q = d>>5;
       5'b00110: q = d>>6;
       5'b00111: q = d>>7;
       5'b01000: q = d>>8;
       5'b01001: q = d>>9;
       5'b01010: q = d>>10;
       5'b01011: q = d>>11;
       5'b01100: q = d>>12;
       5'b01101: q = d>>13;
       5'b01110: q = d>>14;
       5'b01111: q = d>>15;
       5'b10000: q = d>>16;
       5'b10001: q = d>>17;
       5'b10010: q = d>>18;
       5'b10011: q = d>>19;
       5'b10100: q = d>>20;
       5'b10101: q = d>>21;
       5'b10110: q = d>>22;
       5'b10111: q = d>>23;
       5'b11000: q = d>>24;
       5'b11001: q = d>>25;
       5'b11010: q = d>>26;
       5'b11011: q = d>>27;
       5'b11100: q = d>>28;
       5'b11101: q = d>>29;
       5'b11110: q = d>>30;
       5'b11111: q = d>>31;      
     endcase  
     end  
   end  
endmodule 
```
==> results.sh <==
# yosys + openroad results
export IMPL_status="finished, violations left"
export IMPL_violations="setup timing"
export IMPL_vias=9183
export IMPL_worstPathMaxFanout=12
export IMPL_syn_area_sq_um=5390
export IMPL_required_ps=1180
export IMPL_rows=42
export IMPL_stdcell_area_sq_um=9880
export IMPL_clock_sinks=32
export IMPL_leakagePower_nw=4.19
export IMPL_antenna_found_initial=0
export IMPL_grt_pass1_wl_mm=54.5
export IMPL_tool_warnings=28
export IMPL_clockBufferDepth=2
export IMPL_async_reset_ff_share_pct=100
export IMPL_dpl_hpwl_mm=24.2
export IMPL_timing_hold_ws_ps=259
export IMPL_cts_tree="done"
export IMPL_clockRootBuffer="clkbuf_16"
export IMPL_path_delay_family="AND-OR/OR-AND gates"
export IMPL_overflow=0
export IMPL_max_stage_delay_ps=360
export IMPL_placedCellCount=1095
export IMPL_endpoint_kind="flop"
export IMPL_drtPass1Iterations=12
export IMPL_initial_core_util_pct=40.9
export IMPL_final_common_cell="buf_4"
export IMPL_yosysCellCount=710
export IMPL_drc_errors=0
export IMPL_postRouteAntennaNets=0
export IMPL_ir_drop_v=0.00104
export IMPL_grt_max_degree=33
export IMPL_crit_slowest_cell="o32a_1"
export IMPL_synth_area_yosys_sq_um=5390
export IMPL_maxCapViolCount=0
export IMPL_edf_count=0
export IMPL_avgSynthCellArea_sq_um=7.59
export IMPL_instances_no_fill=1177
export IMPL_largest_reg_flops=32
export IMPL_die_area_sq_um=13900
export IMPL_fin_util_pct=74.9
export IMPL_crit_type="input pin to flop"
export IMPL_ioPinCount=71
export IMPL_numCtsBuffers=5
export IMPL_io_buffers=70
export IMPL_slew_headroom_pct=63.8
export IMPL_avgViaCountPerCell=7.80
export IMPL_core_area_sq_um=13200
export IMPL_cp_cell_sequence="buf_16 -> buf_12 -> buf_4 -> mux2_4 -> a32o_1 -> a21oi_1 -> nand4_1 -> o32a_1"
export IMPL_final_cell_mix="buf_4 (225), buf_6 (58), a22oi_1 (47)"
export IMPL_wl_mm=39.0
export IMPL_worstHoldPathType="input pin to async pin"
export IMPL_areaGrowthSynthToFinish_pct=83.2
export IMPL_slew_violations=0
export IMPL_drtIter0Drc=1652
export IMPL_ctsHoldBuffers=0
export IMPL_synth_cell_type_count=79
export IMPL_cp_arrival_ps=1900
export IMPL_die_x_microns=118
export IMPL_path_clk_slew_ps=70
export IMPL_min_period_ps=1720
export IMPL_yosys_warnings=1
export IMPL_post_dp_cell_area_sq_um=7850
export IMPL_finalClockPeriodUsage_pct=172
export IMPL_drive_above_1_share_pct=55.2
export IMPL_cts_htree_levels=2
export IMPL_grt_pass1_vias=8570
export IMPL_hold_viol=0
export IMPL_ff_type="dfrtp_1"
export IMPL_worst_slew_pin_slew_ps=540
export IMPL_ys_seq_share_pct=14.9
export IMPL_syn_inst=710
export IMPL_setup_viol=34
export IMPL_track_usage_pct=53.6
export IMPL_wire_per_inst_microns=33.2
export IMPL_setup_ws_ps=-718
export IMPL_fmaxAchievable_ghz=0.582
export IMPL_critPathBufInv=3
export IMPL_dieHeight_microns=118
export IMPL_critPathLaunchType="input pin"
export IMPL_globalplace_congestion=1.22
export IMPL_rsz0062_at_grt="true"
export IMPL_power_density_nw_per_um2=745
export IMPL_ys_ff=32
routing by layer:
metal  part of all wire, %  track usage (%)
met4                    11             37.0
met3                    18             23.7
met2                    38             73.2
met5                     0                0
met1                    33             67.4
where the power goes:
part	switching (mW)	total, mW	internal (mW)
Clock	0.688	1.86	1.17
Sequential	0.0497	1.49	1.44
Combinational	2.15	4.01	1.85
Total	2.89	7.36	4.47
worst min-delay path, stage by stage:
cell	delay, ps
clkdlybuf4s50_1	400
inv_1	90
buf_12	230
Yosys cell counts, drive strengths merged, types with 9 or more instances:
| master | count | area share [%] |
|---|---|---|
| a32o | 10 | 1.9 |
| clkbuf | 48 | 3.3 |
| o32a | 12 | 2.2 |
| a22oi | 79 | 11 |
| inv | 10 | 0.70 |
| a21oi | 22 | 2.0 |
| a22o | 14 | 2.3 |
| a221oi | 10 | 1.6 |
| a31oi | 17 | 2.0 |
| mux2 | 12 | 2.5 |
| a222oi | 10 | 1.9 |
| nand2 | 32 | 2.3 |
| nand3 | 38 | 3.5 |
| nand4 | 10 | 1.2 |
| nor2 | 52 | 4.4 |
| and3 | 34 | 3.9 |
| nor3 | 16 | 1.8 |
| buf | 67 | 8.3 |
| a32oi | 20 | 3.2 |
| mux2i | 15 | 2.9 |
| dfrtp | 32 | 15 |
| a2111oi | 11 | 2.0 |
| nand3b | 9 | 1.5 |
| nor2b | 10 | 1.2 |
| o21ai | 18 | 1.7 |
how the worst max path moves through the flow:
stage	from	endpoint	cells past startpoint
4_1_cts	a[1]	q[11]	8
5_1_grt	a[4]	q[11]	9
6_report	a[3]	q[1]	8
final cells by class:
type / instances / area (sq um)
clock inverters: 3 / 42.5
diodes: 1 / 2.50
well taps: 176 / 220
inverters: 10 / 40.0
flip-flops and latches: 32 / 801
clock buffers: 5 / 125
multi-input cells: 554 / 4870
repair buffers: 396 / 3780
fillers: 828 / 3310
per-stage QoR:
step	TNS (ps)	total power [mW]	worst slack [ps]
6_report	-17920	7.36	-718
5_1_grt	-17930	7.46	-726
4_1_cts	-15320	6.84	-617
3_5_place_dp	-39100	4.58	-1490
3_3_place_gp	-40790	4.59	-1500
2_1_floorplan	-16450	2.87	-639
cells by family after synthesis:
| kind of cell | Yosys count | synth area share (%) |
|---|---|---|
| AND/OR/NAND/NOR | 241 | 25.4 |
| multiplexers | 29 | 6.20 |
| AND-OR/OR-AND | 283 | 41.2 |
| buffers and inverters | 125 | 12.4 |
| flip-flops | 32 | 14.9 |
what timing repair did:
item | in CTS | in global routing
pin swaps | 68 | 64
buffers inserted | 45 | 18
gates resized | 326 | 101
cloned | 9 | 3
setup endpoints to repair | 64 | 38
Power is estimated from default activity; no workload was simulated.
