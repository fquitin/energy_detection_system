==> flow/design.v <==
`timescale 1ns / 1ps
module CU_ram_wr_controller(
			    input      clock,
			    input      reset,
			    input      strobe,
			    input      sel_ram,
			    input      tc_cnt,
			    output reg wr_en_ram_0,
			    output reg wr_en_ram_1,
			    output reg en_cnt,
			    output reg sclr_cnt,
			    output reg ready);
   reg [6:0] 			   present_state,next_state;
   parameter RESET_STATE=3'b000,WR_RAM_0=3'b001,WR_RAM_1=3'b010;
   parameter COUNT_EN=3'b011,RAM_FULL=3'b101;
   parameter WAIT_NEW_SAMPLE=3'b110;
   always@(posedge reset, posedge clock) begin
     if(reset == 1) present_state <= RESET_STATE;
     else  present_state <= next_state ;
   end
   always@(strobe,sel_ram,tc_cnt,present_state) begin
     case(present_state)
       RESET_STATE:  
	 if(strobe == 1) 
	   if(sel_ram == 0)
	     next_state = WR_RAM_0;
	   else
	     next_state = WR_RAM_1;
	 else
	   next_state = RESET_STATE;
       WR_RAM_0:
	 next_state = COUNT_EN;
       WR_RAM_1:
	 next_state = COUNT_EN;
       COUNT_EN:
	 if(tc_cnt == 1)
	   next_state = RAM_FULL;
	 else
	   next_state = WAIT_NEW_SAMPLE;
       RAM_FULL:
	 if(strobe == 1) 
	   if(sel_ram == 0)
	     next_state = WR_RAM_0;
	   else
	     next_state = WR_RAM_1;
	 else
	   next_state = RESET_STATE;
       WAIT_NEW_SAMPLE:
	 if(strobe == 1) 
	   if(sel_ram == 0)
	     next_state = WR_RAM_0;
	   else
	     next_state = WR_RAM_1;
	 else
	   next_state = WAIT_NEW_SAMPLE;
	 default: next_state=RESET_STATE;
     endcase
   end  
   always@(present_state) begin
      sclr_cnt = 0;
      en_cnt = 0;
      wr_en_ram_0 = 0;
      wr_en_ram_1 = 0;
      ready=0;		 
      case (present_state)
	RESET_STATE: begin
	   sclr_cnt = 1'b1;
	   en_cnt = 1'b1;
	end
	WR_RAM_0:
	  wr_en_ram_0 = 1'b1;
	WR_RAM_1:
	  wr_en_ram_1 = 1'b1;
	COUNT_EN:
	  en_cnt = 1'b1;
	RAM_FULL:
	  ready =  1'b1;
	WAIT_NEW_SAMPLE:
	  ready = 1'b0;
      endcase
   end  
endmodule
==> flow/run.sh <==
#!/bin/bash
# OpenROAD 26Q1-2900-gdf79404cd8, Yosys 0.63+post, stock flow scripts
make -C /OpenROAD-flow-scripts/flow DESIGN_CONFIG=/design/flow/config.mk WORK_HOME=/design/flow/orfs finish
==> flow/config.mk <==
export PLATFORM = sky130hd
export DESIGN_NAME = CU_ram_wr_controller
export DESIGN_NICKNAME = CU_ram_wr_controller
export VERILOG_FILES = /design/flow/design.v
export SDC_FILE = /design/flow/constraint.sdc
export NUM_CORES = 4
export LEC_CHECK = 1
export CORE_AREA = 10 10 70 70
export DIE_AREA = 0 0 80 80
==> flow/constraint.sdc <==
current_design CU_ram_wr_controller

set clk_period 2.1
set clk_io_pct 0.2

create_clock -name clk0 -period $clk_period [get_ports {clock}]

set non_clock_inputs [all_inputs -no_clocks]
set_input_delay [expr $clk_period * $clk_io_pct] -clock clk0 $non_clock_inputs
set_output_delay [expr $clk_period * $clk_io_pct] -clock clk0 [all_outputs]
==> flow_summary.yaml <==
# flow metrics
clock_tree:
  clock-sinks: 6
  cts_tree: "yes"
  cts_resized: 0
  insertion_delay_ps: 250
  clk_pin_slew_ps: 40
  post_cts_buffers: 0
  clock_path_buffers: 2
  cts_hold_buf: 0
  cts_root_buf: "clkbuf_4"
  cts_htree_levels: 1
  cts_buffers: 3
critical_path:
  cp.required_ps: 1680
  rrSetupSlack_ps: 1150
  critPathMaxFanout: 3
  worstSetupPathType: "flip-flop to output pin"
  start_kind: "flip-flop"
  cp-end-kind: "output pin"
  critPathArrivalTime_ps: 1330
final_timing:
  tightestPinTransition_ps: 225
  fin_setup_tns_ps: 0
  whs_ps: 392
  maxSlewViolCount: 0
  hold_viol_final: 0
  timing.final.crit_share_pct: 83.4
  fmax_mhz: 571
  worst_clock_skew_ps: 0.412
  setup_violations: 0
  relSlewSlack_pct: 85.0
  rsz0062_at_grt: "false"
  post-route-min-period_ps: 1750
synth:
  syn_inst: 20
  ys_warn_count: 1
  ys_chip_area_sq_um: 234
  mappedNetlistArea_sq_um: 234
  synth.avg_cell_area_sq_um: 11.7
  yosysSeqAreaShare_pct: 64.7
  ys_cells: 20
  yosysUniqueCellTypes: 11
  synth_flops: 6
die:
  ios: 10
  fp_util_pct: 6.85
  fp-row-count: 21
  core_area_sq_um: 3420
  chip_area_sq_um: 6400
  fp.dieH_um: 80
  die-width_um: 80
drt:
  ant_nets: 0
  routedWlPerCell_um: 7.67
  vias: 188
  met3_length_um: 172
  route.detailed.drc: 0
  drt_iter0_drc: 5
  via_per_inst: 2.38
  route.met2.wl_um: 186
  dr.pass1.iters: 4
  num_antenna_cells: 0
  highest_layer: "met3"
  drt-total-wl_um: 606
  met1_length_um: 247
layout:
  drive_gt1_share_pct: 21.2
  final_common_cell: "clkdlybuf4s50_1"
  top_register: "present_state"
  num-fill-cells: 398
  final_cell_area_sq_um: 408
  layout_top_cells: "9 x clkdlybuf4s50_1, 5 x inv_1, 5 x dfrtp_1, 3 x clkbuf_4, 2 x o211a_1"
  instances_no_fill: 79
  regArea_sq_um: 151
  biggestRegsByFlops: "present_state x6"
  layout.area.comb_sq_um: 63.8
  area_growth_pct: 74.3
  largest_register_ffs: 6
place:
  dp_hpwl_um: 488
  place_area_sq_um: 382
  dp.cells: 75
  globalplace.congestion: 0.793
  portBuffers: 9
global_route:
  grt.overflow.total: 0
  antenna_found_initial: 0
  grt_pass1_vias: 202
  grt_max_degree: 7
  grt_usage_pct: 2.00
  grt_pass1_wl_um: 917
hold_path:
  hold_path.class: "primary input to async pin"
pwr:
  power.leakage_nw: 0.200
  p_per_area_nw_per_um2: 733
  peakVddDrop_mv: 0.146
run:
  max_cap_viol_count: 0
  warnings: 25
run_status:
  outcome: "completed"
-- report_power, final --
group / total (W) / switching [W] / internal [W] / leakage, nW
registers: 0.000135 / 0.00000804 / 0.000127 / 0.0791
logic: 0.0000471 / 0.0000163 / 0.0000309 / 0.106
clock network: 0.000116 / 0.0000442 / 0.0000721 / 0.0150
-- synth_stat cells --
library cell | n | area share (%)
o211a_1 | 2 | 8.6
dfrtp_1 | 5 | 53
o22ai_1 | 1 | 2.7
nor2_1 | 1 | 1.6
nor3_2 | 1 | 4.3
nor3_1 | 1 | 2.1
dfstp_2 | 1 | 11
and2_1 | 1 | 2.7
nor2_2 | 1 | 2.7
inv_1 | 5 | 8.0
or2_2 | 1 | 2.7
-- cell type report --
type / count / area share (%)
well taps: 46 / 14.1
multi-input cells: 9 / 15.6
inverters: 5 / 4.60
clock buffers: 4 / 6.44
repair buffers: 9 / 22.1
flip-flops and latches: 6 / 37.1
-- critical path, cell delays in order, from the launching register on --
cell and delay (ps):
dfstp_2 530, or2_2 100, clkdlybuf4s50_1 450
-- path summary, 6_finish.rpt --
path,from,depth (start not counted),end
setup / recovery,present_state[0],2,en_cnt
hold / removal,reset,2,present_state[4]
setup reg to reg,present_state[0],3,present_state[1]
hold reg to reg,present_state[5],1,present_state[4]
max in group asynchronous,reset,2,present_state[0]
min in group clk0,present_state[5],1,present_state[4]
-- logic make-up (layout without fill, tap and decap cells) --
logic type      after synthesis  in the layout  synth area share [%]
flops                         6              6                  64.7
simple gates                  6              6                  16.0
buf+inv                       5             18                  8.02
compound gates                3              3                  11.2
-- through the flow --
step	utilization (%)	total power, W	worst slack, ps
floorplan	-	0.000152	1080
global placement	11.2	0.000184	605
detailed placement	11.2	0.000185	604
CTS	11.9	0.000304	335
global route	11.9	0.000317	292
finish	11.9	0.000299	350
-- metal layers --
| metal | vias to the layer above | global-route usage, % |
|---|---|---|
| met5 | - | 0 |
| met4 | 0 | 0.352 |
| met3 | 0 | 2.84 |
| met2 | 15 | 2.01 |
| met1 | 85 | 2.29 |
| li1 | 88 | - |
Power figures rest on the tool's default switching activity, not on a simulated workload.
